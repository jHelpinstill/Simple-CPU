`/design/flow/config.mk`:
```
export PLATFORM = sky130hd
export DESIGN_NAME = MainMemory
export DESIGN_NICKNAME = MainMemory
export VERILOG_FILES = /design/flow/design.v
export SDC_FILE = /design/flow/constraint.sdc
export NUM_CORES = 4
export LEC_CHECK = 1
export CORE_UTILIZATION = 30
```
`/design/flow/constraint.sdc`:
```
current_design MainMemory

set clk_period 4.0
set clk_io_pct 0.2

create_clock -name clk0 -period $clk_period [get_ports {clk}]

set non_clock_inputs [all_inputs -no_clocks]
set_input_delay [expr $clk_period * $clk_io_pct] -clock clk0 $non_clock_inputs
set_output_delay [expr $clk_period * $clk_io_pct] -clock clk0 [all_outputs]
```
`/design/flow/design.v`:
```
module MainMemory(clk, bus, addr, nRead, nWrite, nReset);
input logic clk, nRead, nWrite, nReset;
input logic [15:0] addr;
inout logic [255:0] bus;
logic [255:0]MainMemory[12];
logic [255:0] port;
logic on_bus;
assign bus = on_bus ? port : 'z;
always_ff @(negedge clk or negedge nReset)
begin
	if (~nReset)  
	begin
	   on_bus <= 0;
       MainMemory[0] <= 256'h0009_000c_0008_0007_000c_0010_000d_0009_000B_0009_0006_000d_000d_0005_000e_0006;
       MainMemory[1] <= 256'h0007_0005_0011_0009_000c_0008_000e_0007_0010_0009_000c_000b_000c_0007_0009_0006;
       MainMemory[2] <= '0;
       MainMemory[3] <= '0;
       MainMemory[4] <= '0;
       MainMemory[5] <= '0;
       MainMemory[6] <= '0;
       MainMemory[7] <= '0;
       MainMemory[8] <= '0;
       MainMemory[9] <= '0;
       MainMemory[10] <= 256'h9;
       MainMemory[11] <= 256'ha;
       MainMemory[12] <= '0;
       MainMemory[13] <= '0;
	end
	else if(addr[15:12] == ram_en)  
	begin
	   if(~nWrite) begin
	       MainMemory[addr[11:0]] <= bus;
	       on_bus <= 0;
	   end
	   else if(~nRead) begin
	       port <= MainMemory[addr[11:0]];
	       on_bus <= 1;
	   end
	end
	else  
	   on_bus <= 0;
end
endmodule
```
`/design/flow/run.sh`:
```
#!/bin/bash
# OpenROAD 26Q1-2900-gdf79404cd8, Yosys 0.63+post, stock flow scripts
make -C /OpenROAD-flow-scripts/flow DESIGN_CONFIG=/design/flow/config.mk WORK_HOME=/design/flow/orfs finish
```
==> ci_impl_report.md <==
### Flow metrics

| Metric | Value |
|---|---|
| Run status | `did not finish` |
| Last stage reached | `clock tree synthesis` |
| First error | `[error] [KeplerFormal.cpp:679] Workflow failed: Iso has multiple drivers: .bus0, bus[0]$_DFFE_NP_.Q0` |
| GPL Wtd Cong | `roughly 0.84` |
| Syn avg cell area | `about 14 um^2` |
| Ys cells | `10300` |
| Number of levels the H-tree was split into | `5` |
| Horizontal die size | `697 um` |
| Mapped cell area | `approximately 140000 um^2` |
| Site row count | `254` |
| Cell area after placement | `about 160000 um^2` |
| Seq share, synth | `0.585` |
| Detail Placement HPWL | `between 300000 and 400000 um` |
| Commonest register cell after synthesis | `sky130_fd_sc_hd__dfrtn_1` |
| Synth unique cells | `slightly above 60` |
| Pre-Place Util | `0.302` |
| Count of instances resized after the clock tree is built | `roughly 440` |
| Number of enable-type register cells in the synthesized netlist | `256` |
| Deepest clock path buffer count | `4` |
| Post-Synthesis Cells | `10300` |
| Area of the synthesized netlist per yosys stat | `roughly 140000 um^2` |
| IO Pins | `between 200 and 300` |
| Vertical die size | `around 700 um` |
| PortBufs | `10` |
| Hold Buf Count CTS | `0` |
| Buffer count from post-CTS setup fixing | `roughly 160` |
| Async S/R FF share, synth | `0.923` |
| Post-Place Cells | `16900` |
| Count of yosys warnings during synthesis | `5` |
| Total of flip-flops plus latches after synthesis | `approximately 3300` |
| TritonCTS buffer count | `approximately 360` |
| Clk sinks | `3328` |
| Root Buffer Master | `sky130_fd_sc_hd__clkbuf_16` |
-- stage by stage --
step | TNS (ns) | utilization | setup slack [ns]
after floorplan | -3706.13 | - | -7.51
after detailed placement | -5635.08 | 0.343 | -1.84
after global placement | -5683.10 | 0.343 | -1.91
-- synth_stat cells (all sizes together) (14+ instances only) --
cell	count	area [um^2]
mux2	3106	35000
dfrtn	2997	75000
buf	739	4170
nor2	432	1620
a22oi	420	3150
mux2i	385	3850
clkbuf	314	1180
edfxtp	256	7690
o22ai	219	1370
a21oi	190	951
a31oi	170	1060
a221oi	161	1410
nand2	130	488
o21ai	100	500
a222oi	95	951
a22o	82	718
a211oi	75	563
dfstp	75	1970
nand3	59	295
o2bb2ai	32	280
a2111oi	30	263
a211o	26	228
o32a	25	250
nor3	23	221
nand3b	16	120
a32oi	14	123
-- kinds of logic after synthesis --
logic type	synth area share
buffers and inverters	0.0372
adder cells (fa/ha/maj)	0.000259
AND/OR/NAND/NOR	0.0214
flip-flops	0.585
multiplexers	0.269
AND-OR/OR-AND	0.0870
