`flow/run.sh`:
```
#!/bin/bash
# OpenROAD 26Q1-2900-gdf79404cd8, Yosys 0.63+post, stock flow scripts
make -C /OpenROAD-flow-scripts/flow DESIGN_CONFIG=/design/flow/config.mk WORK_HOME=/design/flow/orfs finish
```
`flow/config.mk`:
```
export PLATFORM = sky130hd
export DESIGN_NAME = InstructionMemory
export DESIGN_NICKNAME = InstructionMemory
export VERILOG_FILES = /design/flow/design.v
export SDC_FILE = /design/flow/constraint.sdc
export NUM_CORES = 4
export LEC_CHECK = 1
export CORE_AREA = 10 10 114 114
export DIE_AREA = 0 0 124 124
```
`flow/constraint.sdc`:
```
current_design InstructionMemory

set clk_period 1.5
set clk_io_pct 0.2

create_clock -name clk0 -period $clk_period [get_ports {clk}]

set non_clock_inputs [all_inputs -no_clocks]
set_input_delay [expr $clk_period * $clk_io_pct] -clock clk0 $non_clock_inputs
set_output_delay [expr $clk_period * $clk_io_pct] -clock clk0 [all_outputs]
```
`flow/design.v`:
```
parameter Instruct1 = 32'h 03_02_00_01;  
parameter Instruct2 = 32'h 06_03_00_0a;  
parameter Instruct3 = 32'h 10_10_0a_0b;  
parameter Instruct4 = 32'h 04_04_03_00;  
parameter Instruct5 = 32'h 05_05_02_00;  
parameter Instruct6 = 32'h 07_11_03_08;  
parameter Instruct7 = 32'h 00_06_04_05;  
parameter Instruct8 = 32'h 01_07_11_05;  
parameter Instruct9 = 32'h 02_08_05_04;  
parameter Instruct10 = 32'h 12_0a_01_00; 
parameter Instruct11 = 32'h 11_12_0a_01; 
parameter Instruct12 = 32'h 13_0b_07_08; 
parameter Instruct13 = 32'h FF_00_00_00;  
module InstructionMemory(clk, bus, addr, nRead, nReset);
input logic clk, nRead, nReset;
input logic [15:0] addr;
inout logic [255:0] bus;  
logic [31:0]InstructMemory[13];
logic [255:0] port;
logic on_bus;
assign bus = on_bus ? port : 'z;
always_ff @(negedge clk or negedge nReset)
begin
    if (~nReset)  
    begin
        port <= 0;
        on_bus <= 0;
        InstructMemory[0] <= Instruct1;  	
        InstructMemory[1] <= Instruct2;  	
        InstructMemory[2] <= Instruct3;
        InstructMemory[3] <= Instruct4;	
        InstructMemory[4] <= Instruct5;
        InstructMemory[5] <= Instruct6;
        InstructMemory[6] <= Instruct7;
        InstructMemory[7] <= Instruct8;
        InstructMemory[8] <= Instruct9;
        InstructMemory[9] <= Instruct10;
        InstructMemory[10] <= Instruct11;
        InstructMemory[11] <= Instruct12;
        InstructMemory[12] <= Instruct13;
    end
    else if(addr[15:12] == rom_en)  
    begin
        if(~nRead) begin
            port <= InstructMemory[addr[11:0]];
            on_bus <= 1;  
        end else
            on_bus <= 0;  
    end
    else  
       on_bus <= 0;
end
endmodule
```
==> insert_results.sql <==
-- metrics for the results database
INSERT INTO impl_metrics (metric_group, metric, value, unit) VALUES
('status', 'outcome', 'did not finish', ''),
('status', 'haltStage', 'clock tree synthesis (4_1_cts)', ''),
('status', 'error_message', '[error] [KeplerFormal.cpp:679] Workflow failed: Iso has multiple drivers: .bus0, bus[0]$_DFFE_NN0P_.Q0', ''),
('yosys', 'ys_cells', '352', ''),
('yosys', 'synthTopCellsByArea', 'buf_4 (64%), dfrtn_1 (17%), nand2_1 (2.4%), o21ai_0 (2.2%), nor2_1 (1.5%)', ''),
('place', 'place.detailed.hpwl', '5460', 'um'),
('floorplan', 'initCoreUtil', '26.8', '%'),
('cts', 'cts-buffers-inserted', '3', ''),
('yosys', 'yosys_area', '2790', 'um2'),
('floorplan', 'floorplan.rows', '37', ''),
('cts', 'clock_path_buffers', '2', ''),
('cts', 'holdBufCountCts', '0', ''),
('cts', 'clock_sink_count', '19', ''),
('cts', 'cts_resized', '52', ''),
('cts', 'cts.htree.levels', '1', ''),
('yosys', 'yosysTopAreaCell', 'buf_4', ''),
('yosys', 'async_reset_ff_share', '100', '%'),
('yosys', 'synth.cell_area', '2790', 'um2'),
('place', 'weighted_congestion_at_the_end_of_routability_driven_global_placement', '0.812', ''),
('yosys', 'cell_count_after_synthesis', '352', ''),
('floorplan', 'fp.dieW', '124', 'um'),
('place', 'io_buffer_count', '9', ''),
('yosys', 'synth-edff-count', '0', ''),
('cts', 'postCtsSetupBuffers', '13', ''),
('yosys', 'avgSynthCellArea', '7.92', 'um2'),
('yosys', 'synth_top_cell_by_count', 'buf_4', ''),
('floorplan', 'number_of_top_level_pins', '275', ''),
('place', 'number_of_instances_in_the_placed_design', '503', ''),
('yosys', 'synth_cell_types', '32', ''),
('yosys', 'yosys_most_used_dff', 'dfrtn_1', ''),
('yosys', 'synth_flops', '19', ''),
('yosys', 'synth_sequential_area_ratio', '17.1', '%'),
('yosys', 'post-synth-top-area-fraction', '63.9', '%'),
('yosys', 'yosysWarnings', '5', ''),
('cts', 'clockRootBuffer', 'clkbuf_8', ''),
('floorplan', 'overall_die_height', '124', 'um'),
('yosys', 'most_numerous_cell_types_in_the_synthesized_netlist', 'buf_4 (237), dfrtn_1 (19), nand2_1 (18)', ''),
('place', 'place_area', '2280', 'um2');
==> per-stage QoR <==
stage                     TNS, ps  hold slack, ps  total power (W)  worst slack [ps]
after detailed placement   -19500             421         0.000843             -1080
after global placement     -19510             413         0.000848             -1080
after floorplan             -9910             375          0.00115              -594
==> cell families after synthesis <==
| family | share of synthesized area [%] |
|---|---|
| buffers and inverters | 66.0 |
| and+or+nand+nor | 7.90 |
| AOI/OAI and AO/OA | 7.95 |
| DFF | 17.1 |
| xor gates and xnor gates | 0.629 |
| muxes | 0.359 |
| other | 0.135 |
Power figures rest on the tool's default switching activity, not on a simulated workload.
